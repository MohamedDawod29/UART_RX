==> /design/flow/design.v <==
module ParityCheck #(parameter DATA_WIDTH = 8)
(
	input wire clk,reset_n,
	input wire PAR_TYP,
	input wire par_chk_en,sampled_bit,
	input wire [DATA_WIDTH-1:0] P_DATA,
	output reg par_err
);
	wire par_calc;
	assign par_calc = (PAR_TYP == 1'b1) ? (~^P_DATA) : (^P_DATA);
	always @(posedge clk, negedge reset_n)
	begin
		if(!reset_n)
			par_err <= 1'b0;
		else if (par_chk_en)
			par_err <= (sampled_bit == par_calc)? 1'b0 : 1'b1;
	end
endmodule 
module StartCheck
(
	input wire clk,reset_n,
	input wire sampled_bit,strt_chk_en,
	output reg strt_glitch
);
	always @(posedge clk, negedge reset_n)
	begin
		if(!reset_n)
			strt_glitch <= 1'b0;
		else if (strt_chk_en)
			strt_glitch <= (sampled_bit == 1'b0)? 1'b0 : 1'b1;
	end
endmodule 
module StopCheck
(
	input wire clk,reset_n,
	input wire sampled_bit,stp_chk_en,
	output reg stp_err
);
	always @(posedge clk, negedge reset_n)
	begin
		if(!reset_n)
			stp_err <= 1'b0;
		else if (stp_chk_en)
			stp_err <= (sampled_bit == 1'b1)? 1'b0 : 1'b1;
	end
endmodule 
module UART_RX #(parameter DATA_WIDTH = 8, scale_WIDTH = 6)
(
	input wire clk,reset_n,
	input wire RX_IN,
	input wire [scale_WIDTH-1:0] prescaler,
	input wire PAR_EN,PAR_TYP,
	output data_valid,
	output [DATA_WIDTH-1:0] P_DATA,
	output Stop_Error,
	output Parity_Error
);
	wire enable_;
	wire [3:0] bit_cnt_;
	wire [scale_WIDTH-1:0] edge_cnt_;
	wire par_err_,stp_err_,strt_glitch_,deser_en_,dat_samp_en_,stp_chk_en_,strt_chk_en_,par_chk_en_,sampled_bit_;
	UART_RX_FSM #(.scale_WIDTH(scale_WIDTH)) B0
	(
	.clk(clk),
	.reset_n(reset_n),
	.RX_IN(RX_IN),
	.PAR_EN(PAR_EN),
	.par_err(par_err_),
	.strt_glitch(strt_glitch_),
	.stp_err(stp_err_),
	.edge_cnt(edge_cnt_),
	.prescaler(prescaler),
	.bit_cnt(bit_cnt_),
	.data_valid(data_valid),
	.enable(enable_),
	.deser_en(deser_en_),
	.dat_samp_en(dat_samp_en_),
	.par_chk_en(par_chk_en_),
	.strt_chk_en(strt_chk_en_),
	.stp_chk_en(stp_chk_en_)
	);
	edge_bit_counter #(.scale_WIDTH(scale_WIDTH)) B1
	(
	.clk(clk),
	.reset_n(reset_n),
	.enable(enable_),
	.prescaler(prescaler),
	.PAR_EN(PAR_EN),
	.bit_cnt(bit_cnt_),
	.edge_cnt(edge_cnt_)
	);
	data_sampling #(.scale_WIDTH(scale_WIDTH)) B2
	(
	.clk(clk),
	.reset_n(reset_n),
	.RX_IN(RX_IN),
	.edge_cnt(edge_cnt_),
	.prescaler(prescaler),
	.dat_samp_en(dat_samp_en_),
	.sampled_bit(sampled_bit_)
	);
	deserializer #(.DATA_WIDTH(DATA_WIDTH)) B3
	(
	.clk(clk),
	.reset_n(reset_n),
	.deser_en(deser_en_),
	.sampled_bit(sampled_bit_),
	.P_DATA(P_DATA)
	);
	StartCheck B4
	(
	.clk(clk),
	.reset_n(reset_n),
	.sampled_bit(sampled_bit_),
	.strt_chk_en(strt_chk_en_),
	.strt_glitch(strt_glitch_)
	);
	ParityCheck B5
	(
	.clk(clk),
	.reset_n(reset_n),
	.PAR_TYP(PAR_TYP),
	.par_chk_en(par_chk_en_),
	.sampled_bit(sampled_bit_),
	.P_DATA(P_DATA),
	.par_err(par_err_)
	);
	StopCheck B6
	(
	.clk(clk),
	.reset_n(reset_n),
	.sampled_bit(sampled_bit_),
	.stp_chk_en(stp_chk_en_),
	.stp_err(stp_err_)
	);
	assign Stop_Error = stp_err_;
	assign Parity_Error = par_err_;
endmodule
module UART_RX_FSM #(parameter scale_WIDTH = 6 )
(
	input wire clk,reset_n,
	input wire RX_IN,PAR_EN,par_err,strt_glitch,stp_err,
	input wire [scale_WIDTH-1:0] edge_cnt,prescaler,
	input wire [3:0] bit_cnt,
	output reg data_valid,
	output reg enable,deser_en,dat_samp_en,
	output reg par_chk_en,strt_chk_en,stp_chk_en
);
	reg [2:0] next_state,current_state;
	localparam [2:0] idle = 3'b000, start = 3'b001, data = 3'b011, parity = 3'b010, stop = 3'b110;
	always @(posedge clk, negedge reset_n)
	begin
		if(!reset_n)
			current_state <= idle;
		else
			current_state <= next_state;
	end
	always @(*)
	begin
		case (current_state)
		idle:
		begin
			if (RX_IN == 1'b0)
				next_state = start;
			else  
				next_state = idle;
		end
		start:
		begin
		   if (strt_glitch)
				next_state = idle;
			else if (bit_cnt >= 'd2 & bit_cnt <= 'd9)
				next_state = data;
			else
				next_state = start;
		end
		data:
		begin
			if (bit_cnt >= 'd2 & bit_cnt <= 'd9)
				next_state = data;
			else
				next_state = (PAR_EN) ? parity : stop;
		end
		parity:
		begin
			if (bit_cnt == 'd10) 
				next_state = parity;
			else if (par_err)
				next_state = idle;
			else 
				next_state = stop;
		end
		stop:
		begin
			if (PAR_EN)
			begin
				if (bit_cnt =='d11)
					next_state = stop;
				else 
				begin
					if (stp_err)
						next_state = idle;
					else
					begin
					 if (RX_IN)
						next_state = idle;
					 else
						next_state = start;
					end
				end
			end
			else
			begin
				if (bit_cnt =='d10)
					next_state = stop;
				else 
				begin
					if (stp_err)
						next_state = idle;
					else
					begin
					 if (RX_IN)
						next_state = idle;
					 else
						next_state = start;
					end
				end
			end
		end
		default:
		begin
			next_state = idle;
		end
	   endcase
	end	
	always @(*)
	begin
		case (current_state)
		idle:
		begin
			if (RX_IN == 0)
				enable = 1'b1;
			else
				enable = 1'b0;		
		end
		start:
		begin
			data_valid = 1'b0;
		   enable = 1'b1;
			deser_en = 1'b0;
			dat_samp_en = 1'b0;
		   par_chk_en = 1'b0;
			strt_chk_en = 1'b0;
			stp_chk_en = 1'b0;
			case (prescaler)
			6'b001000:                       
			begin
				if (edge_cnt == 3 | edge_cnt == 4 | edge_cnt == 5)
					dat_samp_en = 1'b1;
				else if (edge_cnt == 6)
					strt_chk_en = 1'b1;
				else
				begin
					dat_samp_en = 1'b0;
					strt_chk_en = 1'b0;
				end
			end
			6'b010000:                        
			begin
				if (edge_cnt == 7 | edge_cnt == 8 | edge_cnt == 9)
					dat_samp_en = 1'b1;
				else if (edge_cnt == 10)
					strt_chk_en = 1'b1;
				else
				begin
					dat_samp_en = 1'b0;
					strt_chk_en = 1'b0;
				end
			end
			6'b100000:                        
			begin
				if (edge_cnt == 15 | edge_cnt == 16 | edge_cnt == 17)
					dat_samp_en = 1'b1;
				else if (edge_cnt == 18)
					strt_chk_en = 1'b1;
				else
				begin
					dat_samp_en = 1'b0;
					strt_chk_en = 1'b0;
				end
			end
			default: strt_chk_en = 1'b0;
			endcase
		end
		data:
		begin
			data_valid = 1'b0;
		   enable = 1'b1;
			deser_en = 1'b0;
			dat_samp_en = 1'b0;
		   par_chk_en = 1'b0;
			strt_chk_en = 1'b0;
			stp_chk_en = 1'b0;
			case (prescaler)
			6'b001000:                       
			begin
				if (edge_cnt == 3 | edge_cnt == 4 | edge_cnt == 5)
					dat_samp_en = 1'b1;
				else if (edge_cnt == 6)
					deser_en = 1'b1;
				else
				begin
					dat_samp_en = 1'b0;
					deser_en = 1'b0;
				end
			end
			6'b010000:                        
			begin
				if (edge_cnt == 7 | edge_cnt == 8 | edge_cnt == 9)
					dat_samp_en = 1'b1;
				else if (edge_cnt == 10)
					deser_en = 1'b1;
				else
				begin
					dat_samp_en = 1'b0;
					deser_en = 1'b0;
				end
			end
			6'b100000:                        
			begin
				if (edge_cnt == 15 | edge_cnt == 16 | edge_cnt == 17)
					dat_samp_en = 1'b1;
				else if (edge_cnt == 18)
					deser_en = 1'b1;
				else
				begin
					dat_samp_en = 1'b0;
					deser_en = 1'b0;
				end
			end
			default: deser_en = 1'b0;
			endcase
		end
		parity:
		begin
			data_valid = 1'b0;
		   enable = 1'b1;
			deser_en = 1'b0;
			dat_samp_en = 1'b0;
		   par_chk_en = 1'b0;
			strt_chk_en = 1'b0;
			stp_chk_en = 1'b0;
			case (prescaler)
			6'b001000:                       
			begin
				if (edge_cnt == 3 | edge_cnt == 4 | edge_cnt == 5)
					dat_samp_en = 1'b1;
				else if (edge_cnt == 6)
					par_chk_en = 1'b1;
				else
				begin
					dat_samp_en = 1'b0;
					par_chk_en = 1'b0;
				end
			end
			6'b010000:                        
			begin
				if (edge_cnt == 7 | edge_cnt == 8 | edge_cnt == 9)
					dat_samp_en = 1'b1;
				else if (edge_cnt == 10)
					par_chk_en = 1'b1;
				else
				begin
					dat_samp_en = 1'b0;
					par_chk_en = 1'b0;
				end
			end
			6'b100000:                        
			begin
				if (edge_cnt == 15 | edge_cnt == 16 | edge_cnt == 17)
					dat_samp_en = 1'b1;
				else if (edge_cnt == 18)
					par_chk_en = 1'b1;
				else
				begin
					dat_samp_en = 1'b0;
					par_chk_en = 1'b0;
				end
			end
			default: par_chk_en = 1'b0;
			endcase
		end
		stop:
		begin
			data_valid = 1'b0;
		   enable = 1'b1;
			deser_en = 1'b0;
			dat_samp_en = 1'b0;
		   par_chk_en = 1'b0;
			strt_chk_en = 1'b0;
			stp_chk_en = 1'b0;
			case (prescaler)
			6'b001000:                       
			begin
				if (edge_cnt == 3 | edge_cnt == 4 | edge_cnt == 5)
					dat_samp_en = 1'b1;
				else if (edge_cnt == 6)
				begin
				   dat_samp_en = 1'b0;
					data_valid = 1'b0;
					stp_chk_en = 1'b1;
				end
				else if (edge_cnt == 7)
				begin
					dat_samp_en = 1'b0;
					stp_chk_en = 1'b0;
					data_valid = ((par_err == 0) & (strt_glitch == 0) & (stp_err == 0)) ? 1'b1 : 1'b0;
				end
				else
				begin
					dat_samp_en = 1'b0;
					stp_chk_en = 1'b0;
					data_valid = 1'b0;
				end
			end
			6'b010000:                        
			begin
				if (edge_cnt == 7 | edge_cnt == 8 | edge_cnt == 9)
					dat_samp_en = 1'b1;
				else if (edge_cnt == 10)
				begin
				   dat_samp_en = 1'b0;
					data_valid = 1'b0;
					stp_chk_en = 1'b1;
				end
				else if (edge_cnt == 11)
				begin
					dat_samp_en = 1'b0;
					stp_chk_en = 1'b0;
					data_valid = ((par_err == 0) & (strt_glitch == 0) & (stp_err == 0)) ? 1'b1 : 1'b0;
				end
				else
				begin
					dat_samp_en = 1'b0;
					stp_chk_en = 1'b0;
					data_valid = 1'b0;
				end
			end
			6'b100000:                        
			begin
				if (edge_cnt == 15 | edge_cnt == 16 | edge_cnt == 17)
					dat_samp_en = 1'b1;
				else if (edge_cnt == 18)
				begin
				   dat_samp_en = 1'b0;
					data_valid = 1'b0;
					stp_chk_en = 1'b1;
				end
				else if (edge_cnt == 19)
				begin
					dat_samp_en = 1'b0;
					stp_chk_en = 1'b0;
					data_valid = ((par_err == 0) & (strt_glitch == 0) & (stp_err == 0)) ? 1'b1 : 1'b0;
				end
				else
				begin
					dat_samp_en = 1'b0;
					stp_chk_en = 1'b0;
					data_valid = 1'b0;
				end
			end
			default: stp_chk_en = 1'b0;
			endcase
		end
		default:
		begin
			data_valid = 1'b0;
		   enable = 1'b0;
			deser_en = 1'b0;
			dat_samp_en = 1'b0;
		   par_chk_en = 1'b0;
			strt_chk_en = 1'b0;
			stp_chk_en = 1'b0;
		end
	   endcase
	end	
endmodule
module data_sampling #(parameter scale_WIDTH = 6)
(
	input wire clk,reset_n,
	input wire RX_IN,
	input wire [scale_WIDTH-1:0] edge_cnt,prescaler,
	input wire dat_samp_en,
	output reg sampled_bit
);
	reg [2:0] samples;
	always @(posedge clk, negedge reset_n)
	begin
		if(!reset_n)
			samples <= 0;
		else if (dat_samp_en)
		begin
			case (prescaler)
			6'b001000:                       
			begin
				if (edge_cnt == 3)
					samples[0] <= RX_IN;
				else if (edge_cnt == 4) 
					samples[1] <= RX_IN;
				else if (edge_cnt == 5)
				   samples[2] <= RX_IN;
				else
					samples <= samples;				
			end
			6'b010000:                        
			begin
				if (edge_cnt == 7)
					samples[0] <= RX_IN;
				else if (edge_cnt == 8) 
					samples[1] <= RX_IN;
				else if (edge_cnt == 9)
				   samples[2] <= RX_IN;
				else
					samples <= samples;	
			end
			6'b100000:                        
			begin
				if (edge_cnt == 15)
					samples[0] <= RX_IN;
				else if (edge_cnt == 16) 
					samples[1] <= RX_IN;
				else if (edge_cnt == 17)
				   samples[2] <= RX_IN;
				else
					samples <= samples;	
			end
         default: samples <= samples;
			endcase
		end
		else
			samples <= samples;	
	end
	always @(posedge clk, negedge reset_n)
	begin
		if (!reset_n)
			sampled_bit <= sampled_bit;
		else if (dat_samp_en)
		begin
			case (samples)
				3'b000: sampled_bit <= 1'b0;
				3'b001: sampled_bit <= 1'b0;
				3'b010: sampled_bit <= 1'b0;
				3'b011: sampled_bit <= 1'b1;
				3'b100: sampled_bit <= 1'b0;
				3'b101: sampled_bit <= 1'b1;
				3'b110: sampled_bit <= 1'b1;
				3'b111: sampled_bit <= 1'b1;
			endcase
		end
		else
			sampled_bit <= sampled_bit;
	end
endmodule
module deserializer #(parameter DATA_WIDTH = 8)
(
	input wire clk,reset_n,
	input wire deser_en,sampled_bit,
	output [DATA_WIDTH-1:0] P_DATA
);
	reg [DATA_WIDTH-1:0] DATA;
	always @(posedge clk, negedge reset_n)
	begin
		if (!reset_n)
			DATA <= 0;
		else if (deser_en)
		begin
			DATA <= DATA << 1;
			DATA[0] <= sampled_bit;
		end
	end
	assign P_DATA = DATA;
endmodule
module edge_bit_counter #(parameter scale_WIDTH = 6)
(
	input wire clk,reset_n,
	input wire enable,
	input wire [scale_WIDTH-1:0] prescaler,
	input wire PAR_EN,
	output reg [3:0] bit_cnt,
	output reg [scale_WIDTH-1:0] edge_cnt
);
	always @(posedge clk, negedge reset_n)
	begin
		if (!reset_n)
		begin
			edge_cnt <= 1;
			bit_cnt <= 1;
		end
		else if (enable)
		begin
			case (prescaler)                                    
			6'b001000:                       
			begin
				if (edge_cnt == 8)
				begin
					if (PAR_EN)
					begin
						if (bit_cnt == 11)
							bit_cnt <= 1;
						else
							bit_cnt <= bit_cnt + 1;
					end
					else
					begin
						if (bit_cnt == 10)
							bit_cnt <= 1;
						else
							bit_cnt <= bit_cnt + 1;
					end
					edge_cnt <= 1;
				end
				else
				begin
					edge_cnt <= edge_cnt + 1;
					bit_cnt <= bit_cnt;
				end
			end
			6'b010000:                        
			begin
				if (edge_cnt == 16)
				begin
					if (PAR_EN)
					begin
						if (bit_cnt == 11)
							bit_cnt <= 1;
						else
							bit_cnt <= bit_cnt + 1;
					end
					else
					begin
						if (bit_cnt == 10)
							bit_cnt <= 1;
						else
							bit_cnt <= bit_cnt + 1;
					end
					edge_cnt <= 1;
				end
				else
				begin
					edge_cnt <= edge_cnt + 1;
					bit_cnt <= bit_cnt;
				end
			end
			6'b100000:                        
			begin
				if (edge_cnt == 32)
				begin
					if (PAR_EN)
					begin
						if (bit_cnt == 11)
							bit_cnt <= 1;
						else
							bit_cnt <= bit_cnt + 1;
					end
					else
					begin
						if (bit_cnt == 10)
							bit_cnt <= 1;
						else
							bit_cnt <= bit_cnt + 1;
					end
					edge_cnt <= 1;
				end
				else
				begin
					edge_cnt <= edge_cnt + 1;
					bit_cnt <= bit_cnt;
				end
			end
         default: 
			begin
			edge_cnt <= 1;
			bit_cnt <= 1;
			end
			endcase
		end
		else
		begin
			edge_cnt <= 1;
			bit_cnt <= 1;
		end
	end
endmodule
==> /design/flow/run.sh <==
#!/bin/bash
# OpenROAD 26Q1-2900-gdf79404cd8, Yosys 0.63+post, stock flow scripts
make -C /OpenROAD-flow-scripts/flow DESIGN_CONFIG=/design/flow/config.mk WORK_HOME=/design/flow/orfs finish
==> /design/flow/config.mk <==
export PLATFORM = sky130hd
export DESIGN_NAME = UART_RX
export DESIGN_NICKNAME = UART_RX
export VERILOG_FILES = /design/flow/design.v
export SDC_FILE = /design/flow/constraint.sdc
export NUM_CORES = 4
export LEC_CHECK = 1
export CORE_UTILIZATION = 40
==> /design/flow/constraint.sdc <==
current_design UART_RX

set clk_period 3.1
set clk_io_pct 0.2

create_clock -name clk0 -period $clk_period [get_ports {clk}]

set non_clock_inputs [all_inputs -no_clocks]
set_input_delay [expr $clk_period * $clk_io_pct] -clock clk0 $non_clock_inputs
set_output_delay [expr $clk_period * $clk_io_pct] -clock clk0 [all_outputs]
==> results_dict.tcl <==
# collected from the flow reports
set metrics [dict create \
    cp_max_fo 5 \
    start_kind "flip-flop" \
    fin_tns_setup_ns 0 \
    fin_crit_ns 2.546 \
    mostFrequentLayoutCell "dfrtp_1" \
    via_per_inst 5.388 \
    arrival_ns 2.71 \
    dp_cells 301 \
    core-area_um2 5075 \
    final_cell_mix "26 x dfrtp_1, 21 x clkdlybuf4s50_1, 18 x nand2_1" \
    drtAntennaViolNets 0 \
    grt_pass1_vias 1479 \
    critical_path_buf_inv_count 1 \
    drtIter0Drc 57 \
    rows 26 \
    cts_resized 0 \
    fin_ws_ns 0.5543 \
    finalCritPeriodShare 0.8212 \
    cts_buffers 5 \
    area_delta_synth_final_pct 18.43 \
    maxCapViolCount 0 \
    placed_area_um2 2397 \
    reg2reg_from "B1.edge_cnt[0]" \
    cts_tree "built" \
    overflow 0 \
    setup_viol 0 \
    die_h_um 74.54 \
    fin_area_um2 2492 \
    worstHoldStart "B2.samples[0]" \
    syn_avg_cell_area_um2 9.880 \
    grt_pass1_wl_mm 7.196 \
    cp-startpoint "B1.edge_cnt[0]" \
    grtUsageTotal 0.1736 \
    power_density_nw_per_um2 331.0 \
    synthArstFlopShare 0.8056 \
    synth-warning-count 7 \
    io_pins 22 \
    max_freq_mhz 392.8 \
    combGateArea_um2 1201 \
    synth_cell_types 58 \
    gp_congestion 0.9506 \
    nFillCells 475 \
    edf_count 1 \
    synth-main-ff-cell "dfrtp_1" \
    path_cells "inv_1, ha_1, or4b_1, nor3b_1, nand2_1, a221oi_2, mux2_1" \
    dr.pass1.iters 4 \
    slowest_delay_ns 0.58 \
    clkLatencyLatePin_ns 0.28 \
    status "finished clean" \
    final_max_slew_viol_count 0 \
    die_w_um 74.54 \
    slew_headroom 0.6280 \
    hold_viol 0 \
    total_power_w 0.0008250 \
    wl_per_cell_um 13.96 \
    fp_util 0.4147 \
    skew_ns 0.005303 \
    antenna_found_initial 0 \
    unclocked_regs 6 \
    rsz0062_at_grt "false" \
    cts_root_buffer "clkbuf_8" \
    postCtsSetupBuffers 0 \
    dieArea_um2 5555 \
    fin_cells 309 \
    yosys_area_um2 2105 \
    syn-cell-area_um2 2105 \
    p_leak_nw 1.026 \
    drt_wl_total_mm 4.314 \
    vdd_ir_drop_max_mv 0.1651 \
    path_clk_slew_ns 0.07 \
    hpwl_mm 3.143 \
    vias 1665 \
    critical_path_class "flip-flop to flip-flop" \
    cpLargestDelayFamily "simple AND/OR/NAND/NOR gates" \
    cts-hold-fix-buffers 0 \
    drive_above_1_share 0.1255 \
    synth_cells 213 \
    yosys_cells 213 \
    pre_cts_slack_ns 0.3150 \
    worstPathRequired_ns 3.26 \
    grt_max_degree 30 \
    numPortBuffers 21 \
    tool_warnings 31 \
    critPathSlowestCell "dfstp_2" \
    clockBufferDepth 2 \
    ys_ff 36 \
    htreeDepth 2 \
    worst_pin_slew_ns 0.5529 \
    antenna_cells_inserted 0 \
    drc_errors 0 \
    critPathCaptureType "flip-flop" \
    hold_path_class "flip-flop to flip-flop" \
    regArea_um2 849.6 \
    untimed_endpoints 7 \
]
[cells in the mapped netlist (all sizes together) (6+ instances only)]
master  instances  area (um^2)
dfrtp          26        650.6
dlxtn           6        90.09
ha              8        100.1
inv             9        33.78
mux2           12        135.1
nand2          18        67.56
nand2b          6        40.04
nand3           8        40.04
nor2           16        60.06
nor3b           6        50.05
o21ai          11        55.05
xnor2          11        96.34
[power by group]
group | switching [W] | total (W) | internal, W
sequential | 0.0000112 | 0.000416 | 0.000405
clock | 0.000155 | 0.000333 | 0.000178
combinational | 0.0000429 | 0.0000752 | 0.0000323
[cell families after synthesis]
family | after synthesis | share of synthesized area
AND-OR/OR-AND | 41 | 0.1504
flip-flops | 30 | 0.3609
adder cells (fa/ha/maj) | 9 | 0.05232
AND/OR/NAND/NOR | 85 | 0.2354
XOR/XNOR | 13 | 0.05410
multiplexers | 15 | 0.07848
buffers and inverters | 14 | 0.02556
latches | 6 | 0.04281
[layout make-up]
| type | count | area share |
|---|---|---|
| Multi-Input combinational cell | 163 | 0.4819 |
| Tap cell | 70 | 0.03514 |
| Sequential cell | 36 | 0.3409 |
| Inverter | 9 | 0.01355 |
| Timing Repair Buffer | 23 | 0.09036 |
| Clock buffer | 6 | 0.03313 |
| Clock inverter | 2 | 0.005020 |
[final timing paths]
path | to | slack, ns | depth (start not counted)
min reg2reg | B2.samples[0] | 0.49 | 1
max reg2reg | B2.samples[2] | 0.55 | 7
min in group asynchronous | B1.edge_cnt[2] | 0.78 | 2
min | B2.samples[0] | 0.49 | 1
max | B2.samples[2] | 0.55 | 7
max in group asynchronous | B1.edge_cnt[0] | 2.00 | 2
[per-stage QoR]
step	hold WS, ns	utilization
after detailed placement	0.4833	0.4724
after global routing	0.5087	0.4911
after floorplan	0.3244	-
after CTS	0.4987	0.4911
after global placement	0.4751	0.4724
final	0.4901	0.4911
[routing by layer]
metal	GRT usage	part of all wire
met1	0.2823	0.51
met2	0.2482	0.43
met3	0.03571	0.051
met4	0.02725	0.015
met5	0	0
[state kept, by name, summed over array words and instances (netlist names)]
signal / cells
B0.data_valid: 1
B4.strt_glitch: 1
B5.par_err: 1
B0.deser_en: 1
B1.edge_cnt: 6
B0.strt_chk_en: 1
B0.stp_chk_en: 1
B2.samples: 3
B6.stp_err: 1
B0.dat_samp_en: 1
B2.sampled_bit: 1
B3.DATA: 8
B1.bit_cnt: 4
B0.current_state: 5
B0.par_chk_en: 1
